--- /design/flow/config.mk ---
export PLATFORM = sky130hd
export DESIGN_NAME = moore1100
export DESIGN_NICKNAME = moore1100
export VERILOG_FILES = /design/flow/design.v
export SDC_FILE = /design/flow/constraint.sdc
export NUM_CORES = 4
export LEC_CHECK = 1
export CORE_AREA = 10 10 70 70
export DIE_AREA = 0 0 80 80
--- /design/flow/constraint.sdc ---
current_design moore1100

set clk_period 1.2
set clk_io_pct 0.2

create_clock -name clk0 -period $clk_period [get_ports {clk}]

set non_clock_inputs [all_inputs -no_clocks]
set_input_delay [expr $clk_period * $clk_io_pct] -clock clk0 $non_clock_inputs
set_output_delay [expr $clk_period * $clk_io_pct] -clock clk0 [all_outputs]
--- /design/flow/design.v ---
`timescale 1ns / 1ps
module moore1100 (
    input clk,
    input reset,
    input in,
    output reg z
);
parameter [2:0] 
    S0 = 3'b000,  
    S1 = 3'b001,  
    S2 = 3'b010,  
    S3 = 3'b011,  
    S4 = 3'b100;  
reg [2:0] PS, NS;  
always @(posedge clk or posedge reset) begin
    if (reset) 
        PS <= S0;
    else 
        PS <= NS;
end
always @(PS or in) begin
    case (PS)
        S0: NS = in ? S1 : S0;
        S1: NS = in ? S2 : S0;
        S2: NS = in ? S2 : S3;
        S3: NS = in ? S1 : S4;
        S4: NS = in ? S1 : S0;
        default: NS = S0;
    endcase
end
always @(PS) begin
    case (PS)
        S4: z = 1;  
        default: z = 0;
    endcase
end
endmodule
--- /design/flow/run.sh ---
#!/bin/bash
# OpenROAD 26Q1-2900-gdf79404cd8, Yosys 0.63+post, stock flow scripts
make -C /OpenROAD-flow-scripts/flow DESIGN_CONFIG=/design/flow/config.mk WORK_HOME=/design/flow/orfs finish
==> run_results.csv <==
group,metric,value,unit
outcome,run_status,"complete, no violations",
place,post-dp-hpwl,269,µm
yosys,avgSynthCellArea,14.0,µm²
finish,finish.instance_area,288,µm²
yosys,synthTopLogicFamily,"simple AND/OR/NAND/NOR gates",
pwr,power_density_cells,1450,nW/µm²
die,die_x,80,µm
critical_path,timing.critical_path.from,"PS[1]",
sta,finalSetupViolations,0,
sta,finalMaxSlewViolations,0,
yosys,xor_share,0,
yosys,post-synth-top-count-cell,"dfrtp_1",
finish,max_ffs_per_register,5,
yosys,synth.cellmix.simpleShare,0.127,
die,placement_rows,21,
yosys,yosysTopAreaCellShare,0.597,
routing,detail_route.first_pass.iterations,2,
job,stage_log_warnings,25,
sta,timing.slew.headroom,0.878,
yosys,mux_share,0,
yosys,post_synth_edffs,0,
clock_tree,clkLatencyLatePin,250,ps
yosys,cell_area_after_technology_mapping,168,µm²
critical_path,path_cells,"dlygate4sd2_1",
sta,tns,0,ps
routing,vias,112,
critical_path,worst_setup_path_start_kind,"register",
place,io_buffers,3,
critical_path,crit_path_top_delay_cell,"dfrtp_1",
place,gp_routability_congestion,0.588,
clock_tree,cts_tree,"done",
place,pre_cts_slack,79.3,ps
global_route,grt_pass1_wl,600,µm
critical_path,timing.critical_path.required,960,ps
sta,finClkSkew,6.87,ps
clock_tree,cts_root_buf,"clkbuf_4",
yosys,compound_area_frac,0.0970,
pwr,power_leakage,0.120,nW
yosys,synth_adder_area_share,0,
place,placed_cell_area,255,µm²
finish,final_core_util,0.0842,
yosys,main_flop_type_after_synthesis,"dfrtp_1",
clock_tree,cts-htree-levels,1,
yosys,netlist-cell-type-count,8,
finish,area.sequential,126,µm²
routing,antenna_cells_inserted,0,
clock_tree,cts_buffers,3,
yosys,synth.ff_latch_count,5,
die,chipArea,6400,µm²
critical_path,timing_worst_setup_path_type,"reg2out",
die,area_of_the_core_region,3420,µm²
finish,logic_area,37.5,µm²
critical_path,crit-reg2reg-capture,"PS[3]",
critical_path,end_kind,"output pin",
yosys,synthArstFlopShare,1.00,
global_route,grt_max_degree,6,
clock_tree,number_of_sinks_handled_by_clock_tree_synthesis,5,
routing,routed_wire_length_per_instance,5.45,µm
sta,max_slew.worst_pin.slew,181,ps
routing,avgViaCountPerCell,1.70,
critical_path,critical-path-top-delay-family,"flip-flops",
sta,layout_min_cycle_time,1110,ps
yosys,sequential_share_of_the_synthesized_area,0.754,
die,floorplanUtilization,0.0491,
routing,dr.first_iter.drc_count,5,
yosys,netlist_instances,12,
job,timing.max_cap.violations,0,
global_route,number_of_global_route_vias_before_repair,126,
sta,rsz0062_at_grt,"no",
sta,finalCritPeriodShare,0.926,
clock_tree,cts_hold_buffers,0,
finish,layout.filler_cells,409,
die,dieHeight,80,µm
clock_tree,cts.path.max_buffers,2,
sta,achievable-frequency,900,MHz
pwr,worst_ir_drop_vdd,0.000561,V
global_route,grt_remaining_overflow,0,
critical_path,timing.reg2reg.worst_path_depth,2,
worst_hold_path,min_path_type,"in2async",
clock_tree,cts.clk_slew.worst_paths,50,ps
critical_path,cp_num_buf_inv,1,
finish,register_ranked_first_by_flip_flop_count,"PS",
finish,biggestRegsByFlops,"PS (5)",
routing,remaining_drc_errors,0,
finish,final_layout_size_suffix_gt1_frac,0.250,
yosys,synthTopCellsByArea,"dfrtp_1, dfstp_2, nor2b_1, o31a_1, o21a_1",
critical_path,regToRegSetupSlack,290,ps
yosys,yosys_area,168,µm²
die,pin_count,4,
yosys,synth.yosys.num_cells,12,
global_route,number_of_antenna_violations_at_the_first_check_in_global_routing,0,
critical_path,regToRegStartpoint,"PS[1]",
sta,post-route-worst-setup-slack,88.5,ps
finish,synthToLayoutAreaGrowth,71.6,%
critical_path,critical_path_peak_fanout,2,
sta,report.final.hold_viol_count,0,
yosys,synth_top_cell_by_area,"dfrtp_1",
yosys,ys_top_cells_by_count,"dfrtp_1, nor2b_1",
critical_path,worst_path_largest_cell_delay,360,ps
routing,detail_route.wirelength,360,µm
routing,antenna_violating_nets_post_route,0,
yosys,synth.yosys.warnings,1,
critical_path,worst-endpoint-arrival,870,ps
global_route,grt.total_usage,0.0125,
[layer usage]
metal / global-route usage / wire length (µm) / vias to the layer above
met5: 0 / 0 / -
met4: 0.00704 / 13 / 0
met3: 0.0114 / 39 / 2
met2: 0.0112 / 113 / 5
met1: 0.0174 / 193 / 50
li1: - / - / 55
[cell families after synthesis]
kind of cell           after synthesis
buffers and inverters                1
AOI/OAI and AO/OA                    2
DFF                                  5
and+or+nand+nor                      4
[worst max-delay path by stage]
stage     endpoint  slack (ps)  cells after the start
4_1_cts          z          70                      1
5_1_grt          z          40                      1
6_report         z          90                      1
[repair_timing]
action,4_1_cts,5_1_grt
resized,1,0
buffers inserted,1,0
setup endpoints to repair,1,0
[report_power, final]
| part | internal, mW | switching [mW] | leakage, nW |
|---|---|---|---|
| combinational | 0.0163 | 0.0117 | 0.0392 |
| clock | 0.126 | 0.0714 | 0.0150 |
| sequential | 0.184 | 0.00629 | 0.0657 |
| total | 0.326 | 0.0895 | 0.120 |
[through the flow]
step	total power, mW	hold slack [ps]	cells
floorplan	0.206	17.8	12
global placement	0.218	455	61
detailed placement	0.221	453	61
CTS	0.425	188	66
global route	0.445	209	66
finish	0.416	187	66
[placed cells by master (no fill, tap or decap)]
cell | netlist | routed
dfrtp_1 | 4 | 4
clkbuf_4 | 0 | 3
nor2b_1 | 2 | 2
clkdlybuf4s50_1 | 0 | 2
dfstp_2 | 1 | 1
nor3_1 | 1 | 1
nor2_1 | 1 | 1
o21a_1 | 1 | 1
o31a_1 | 1 | 1
inv_1 | 1 | 1
clkbuf_1 | 0 | 1
dlygate4sd2_1 | 0 | 1
buf_4 | 0 | 1
[final cells by class]
type                    count  area share
multi-input cells           6       0.130
clock buffers               4      0.0913
flip-flops and latches      5       0.439
well taps                  46       0.200
repair buffers              4       0.126
inverters                   1      0.0130
Power is estimated from default activity; no workload was simulated.
