$ cat /design/flow/config.mk
export PLATFORM = sky130hd
export DESIGN_NAME = mealy_1011_overlap
export DESIGN_NICKNAME = mealy_1011_overlap
export VERILOG_FILES = /design/flow/design.v
export SDC_FILE = /design/flow/constraint.sdc
export NUM_CORES = 4
export LEC_CHECK = 1
export CORE_AREA = 10 10 70 70
export DIE_AREA = 0 0 80 80
$ cat /design/flow/constraint.sdc
current_design mealy_1011_overlap

set clk_period 1.1
set clk_io_pct 0.2

create_clock -name clk0 -period $clk_period [get_ports {clk}]

set non_clock_inputs [all_inputs -no_clocks]
set_input_delay [expr $clk_period * $clk_io_pct] -clock clk0 $non_clock_inputs
set_output_delay [expr $clk_period * $clk_io_pct] -clock clk0 [all_outputs]
$ cat /design/flow/design.v
`timescale 1ns / 1ps
module mealy_1011_overlap (
    input clk,
    input reset,
    input P1,  
    input P2,  
    output reg z
);
parameter S0 = 2'b00, 
          S1 = 2'b01, 
          S2 = 2'b10, 
          S3 = 2'b11;
reg [1:0] PS, NS;  
always @(posedge clk or posedge reset) begin
    if (reset)
        PS <= S0;
    else
        PS <= NS;
end
always @(PS or P1 or P2) begin
    z = 0;  
    case (PS)
        S0: if (P1) begin
                NS = S1;
            end else begin
                NS = S0;
            end
        S1: if (P1) begin
                NS = S2;
            end else if (P2) begin
                NS = S0;
            end else begin
                NS = S1;
            end
        S2: if (P2) begin
                NS = S3;
            end else begin
                NS = S1;  
            end
        S3: if (P1) begin
                z = 1;  
                NS = S2;
            end else begin
                NS = S0;
            end
        default: NS = S0;
    endcase
end
endmodule
$ cat /design/flow/run.sh
#!/bin/bash
# OpenROAD 26Q1-2900-gdf79404cd8, Yosys 0.63+post, stock flow scripts
make -C /OpenROAD-flow-scripts/flow DESIGN_CONFIG=/design/flow/config.mk WORK_HOME=/design/flow/orfs finish
==> job_summary.md <==
### Yosys + OpenROAD results

| Metric | Value |
|---|---|
| CTS tree | yes |
| RSZ-0062 raised after global routing | true |
| Largest regs | PS (4) |
| Max incr delay on CP | 360 ps |
| Switching pwr | 75.8 uW |
| Hold buffers post-CTS | 0 |
| Top delay family on crit path | flip-flops |
| Routed via count | 137 |
| # setup viols final | 0 |
| Gpl congestion | 0.612 |
| Ys Warns | 1 |
| Buffers & Inverters on Critical Path | 1 |
| Initial DRC Count | 0 |
| Ports | 5 |
| Area leader, netlist | dfrtp_1 |
| Crit Reg-Reg Startpoint | PS[3] |
| Sw Share | 0.203 |
| DR pass1 iterations | 1 |
| Relative slew slack | 0.859 |
| Clock sink count | 4 |
| Internal power | 298 uW |
| Layout cells sized above 1 | 0.400 |
| Part of the power in registers | 0.396 |
| Unique masters post-synth | 10 |
| Total of max-cap violations | 0 |
| Ys cells | 13 |
| Global-route usage over all layers | 0.0146 |
| Clock-pin slew on the worst setup and hold paths | 50 ps |
| CORE AREA | 3420 um^2 |
| Startpoint Class | flop |
| Vias in the first global route | 138 |
| Final hold slack | 160 ps |
| Max reg flops | 4 |
| DPL Wire Length | 313 um |
| Die width | 80 um |
| # diodes | 0 |
| Rows | 21 |
| Worst Skew | 13.8 ps |
| Fin. Hold Viols | 0 |
| Clock power frac | 0.545 |
| Layout area overhead | 92.9% |
| Clk latency late pin | 240 ps |
| Final slew viol count | 0 |
| Largest reg by FF count | PS |
| Final Util | 0.0897 |
| Pin count of the biggest net entering global routing | 5 |
| Actual slew at the worst max-slew pin | 211 ps |
| Cells along the critical path | and2_1, buf_2 |
| Die height | 80 um |
| DRT antenna net count | 0 |
| Min-delay worst type | input pin to async pin |
| PwrDens | 1220 nW/um^2 |
| CTS Root Cell | clkbuf_4 |
| CP Class | flop to primary output |
| Fill count | 408 |
| H-tree depth | 1 |
| Worst setup EP type | primary output |
| Die Size | 6400 um^2 |
| Top area contributor share | 0.472 |
| Top cells by area | dfrtp_1 47%, dfstp_2 17%, a221o_1 6.3% |
| Global-route wire length before repair | 641 um |
| Final Cycle Share | 0.966 |
| Drt drc | 0 |
| Seq cells post-synth | 4 |
| Mapped cell area | 159 um^2 |
| Initial antenna violation count | 0 |
| Vias/cell | 1.93 |
| Drt wl/cell | 5.45 um |
| Syn Inst Count | 13 |
| Seq share, synth | 0.638 |
| GRT overflow | 0 |
| CTS Buffer Depth | 2 |
| Mapped Avg Cell Area | 12.2 um^2 |
| Peak Freq | 0.941 GHz |
| Chip Area, Yosys | 159 um^2 |
| Fp_density | 0.0465 |
| Post-layout min period | 1060 ps |
| Peak supply drop | 0.234 mV |
| Crit path max fanout | 2 |
| Comb power frac | 0.058 |
| Slowest CP cell | dfrtp_1 |
| Clock buffer count from CTS | 3 |
| Tool warnings | 26 |
| Port Buffers | 4 |
| P_leak | 0.134 nW |
| Worst path required time | 880 ps |
| CP startpoint | PS[3] |
| Crit path DAT | 840 ps |
| Routed wire length | 387 um |
| Status | finished clean |
[routing by layer]
| metal | up-vias | GRT usage | part of all wire |
|---|---|---|---|
| li1 | 69 | - | - |
| met5 | - | 0 | 0 |
| met2 | 7 | 0.0120 | 0.33 |
| met4 | 0 | 0.00176 | 0 |
| met1 | 61 | 0.0180 | 0.51 |
| met3 | 0 | 0.0227 | 0.15 |
[cell usage in the layout, fill, tap and decap left out]
master           Yosys  layout
clkbuf_4             0       3
a211oi_1             1       1
o21a_1               1       1
a221o_1              1       1
dlygate4sd2_1        0       1
nor3b_1              1       1
buf_2                0       1
inv_1                2       2
dfstp_2              1       1
and2_2               1       1
nor2_1               1       1
clkdlybuf4s50_1      0       2
and2_1               1       1
dfrtp_1              3       3
buf_4                0       4
clkbuf_1             0       1
[per-stage QoR]
stage / total power, mW / instance area [um^2] / worst slack [ps] / setup TNS, ps / instances
after floorplan: 0.153 / 159 / 242 / 0 / 13
after global placement: 0.173 / 279 / -410 / -624 / 66
after detailed placement: 0.173 / 279 / -403 / -652 / 66
after CTS: 0.382 / 307 / 2.80 / 0 / 71
after global routing: 0.405 / 307 / -15.4 / -15.4 / 71
final: 0.373 / 307 / 37.4 / 0 / 71
[power groups by stage]
stage         clock network [mW]  registers (mW)  logic [mW]
CTS                        0.212           0.148      0.0224
global route               0.232           0.148      0.0253
finish                     0.204           0.148      0.0217
[cell families (layout without fill, tap and decap cells)]
logic type             count (synthesis)  after routing  synth area share
AND/OR/NAND/NOR                        4              4             0.158
flip-flops                             4              4             0.638
AND-OR/OR-AND                          3              3             0.158
buffers and inverters                  2             14            0.0473
[worst register-to-register path, cell delays in order, from the launching register on]
cell and delay, ps:
dfrtp_1 360, buf_4 130, buf_4 120, a211oi_1 180
nor2_1 80
[final cells by class]
cell class	count	area, um^2	share of cell area
Timing Repair Buffer	8	63.8	0.208
Multi-Input combinational cell	7	50.0	0.163
Clock buffer	4	26.3	0.0857
Inverter	2	7.51	0.0245
Tap cell	46	57.6	0.188
Sequential cell	4	101	0.331
[what timing repair did]
action,4_1_cts,5_1_grt
gates resized,4,0
pin swaps,1,1
buffers inserted,1,0
setup endpoints to repair,1,1
hold endpoints to repair,0,0
[cells in the mapped netlist]
| cell type | n |
|---|---|
| inv_1 | 2 |
| dfrtp_1 | 3 |
| o21a_1 | 1 |
| nor3b_1 | 1 |
| and2_2 | 1 |
| and2_1 | 1 |
| nor2_1 | 1 |
| dfstp_2 | 1 |
| a221o_1 | 1 |
| a211oi_1 | 1 |
[worst paths after layout]
kind,end,slack [ps],depth (start not counted)
setup / recovery,z,40,2
hold / removal,PS[2],160,2
setup reg to reg,PS[0],130,4
hold reg to reg,PS[3],480,1
max in group asynchronous,PS[0],690,2
min in group clk0,PS[0],380,3
No activity file was given, so power comes from the tool's default toggle rates.
