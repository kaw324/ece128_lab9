==> flow/design.v <==
`timescale 1ns / 1ps
module lab9a (
    input RAW,    
    input CLK,    
    output reg CLEAN  
);
reg [2:0] counter;  
wire TC;            
always @(posedge CLK) begin
    if (~RAW) begin
        counter <= 3'b000;  
    end else begin
        counter <= counter + 3'b001;  
    end
end
assign TC = (counter == 3'b111);
always @(posedge CLK) begin
    if (~RAW) begin
        CLEAN <= 1'b0;  
    end else if (TC) begin
        CLEAN <= 1'b1;  
    end
end
endmodule
==> flow/run.sh <==
#!/bin/bash
# OpenROAD 26Q1-2900-gdf79404cd8, Yosys 0.63+post, stock flow scripts
make -C /OpenROAD-flow-scripts/flow DESIGN_CONFIG=/design/flow/config.mk WORK_HOME=/design/flow/orfs finish
==> flow/config.mk <==
export PLATFORM = sky130hd
export DESIGN_NAME = lab9a
export DESIGN_NICKNAME = lab9a
export VERILOG_FILES = /design/flow/design.v
export SDC_FILE = /design/flow/constraint.sdc
export NUM_CORES = 4
export LEC_CHECK = 1
export CORE_AREA = 10 10 70 70
export DIE_AREA = 0 0 80 80
==> flow/constraint.sdc <==
current_design lab9a

set clk_period 1.5
set clk_io_pct 0.2

create_clock -name clk0 -period $clk_period [get_ports {CLK}]

set non_clock_inputs [all_inputs -no_clocks]
set_input_delay [expr $clk_period * $clk_io_pct] -clock clk0 $non_clock_inputs
set_output_delay [expr $clk_period * $clk_io_pct] -clock clk0 [all_outputs]
==> impl_metrics.tcl <==
# metrics dict for downstream scripts
set metrics [dict create \
    maxCapViolCount 0 \
    cts-root-buf "clkbuf_4" \
    cts_hold_buffers 0 \
    clk_path_buf_depth 2 \
    min_from "counter[0]" \
    cp.arrival_ns 1.06 \
    edf_count 0 \
    common_cells "dfxtp_1, and2_1, ha_1, nor2b_2, o21a_1" \
    topCellsByArea "dfxtp_1, ha_1, and2_1" \
    clock-sinks 4 \
    syn_inst 10 \
    routabilityCongestion 0.534 \
    logic_area_um2 53.8 \
    required_ns 1.20 \
    power.density_nw_per_um2 1110 \
    die_w_um 80 \
    seqCellArea_um2 80.1 \
    rsz0062_at_grt "false" \
    insertedDiodeCount 0 \
    insertion_delay_ns 0.23 \
    antenna_found_initial 0 \
    synthFlopType "dfxtp_1" \
    totalNegativeSetupSlack_ns 0 \
    cp-startpoint "CLEAN" \
    ys_warn_count 1 \
    warning_count 25 \
    max_freq_mhz 734 \
    ys_seq_share_pct 59.8 \
    yosys.cell_count.top_type "dfxtp_1" \
    r2r_setup_slack_ns 0.48 \
    hold_viol 0 \
    cellLeakagePower_nw 0.0857 \
    post_cts_buffers 0 \
    die_h_um 80 \
    htree_levels 1 \
    slew_headroom_pct 92.3 \
    crit_type "register to primary output" \
    cts-buffers-inserted 3 \
    clk_transition_reported_paths_ns 0.04 \
    max_slew.worst_pin.slew_ns 0.116 \
    ioPinCount 3 \
    syn_area_per_cell_um2 13.4 \
    top_area_cell "dfxtp_1" \
    cp_num_buf_inv 1 \
    syn_area_um2 134 \
    grt_pass1_wl_um 393 \
    timing.rr.start "counter[0]" \
    via_count 87 \
    timing.hold.ws_ns 0.431 \
    postRouteAntennaNets 0 \
    grt_max_degree 5 \
    detail_route.wl_per_cell_um 4.05 \
    top_cell_area_share_pct 59.8 \
    routed_wl_um 247 \
    ir_worst_vdd_mv 0.480 \
    die_area_um2 6400 \
    period_used_pct 90.8 \
    area_growth_pct 74.8 \
    drive_above_1_share_pct 26.7 \
    start_kind "register" \
    slew_viol_final 0 \
    critPathMaxFanout 2 \
    min_period_ns 1.36 \
    setup-violations-final 0 \
    initCoreUtil_pct 3.92 \
    dp_slack_ns 0.374 \
    fin_worst_skew_ns 0.00488 \
    cp_top_family "buffers and inverters" \
    num-fill-cells 415 \
    async_flop_share_pct 0 \
    ys_cells 10 \
    cts_tree "built" \
    core_um2 3420 \
    port_buffers 2 \
    synth_cell_types 5 \
    outcome "finished, final reports clean" \
    grt_pass1_vias 91 \
    drt_pre_antenna_iters 1 \
    rows 21 \
    ys_ff 4 \
    vias_per_cell 1.43 \
    cp-end-kind "primary output" \
    post_cts_resized 0 \
    globalRouteTotalUtil_pct 0.880 \
    post-route-drc-count 0 \
    yosys_area_um2 134 \
    hp-class "register to register" \
    cp_slowest_cell "clkdlybuf4s50_1" \
    gr-total-overflow 0 \
    first_iter_violations 0 \
    path_cells "clkdlybuf4s50_1" \
    setup_slack_ns 0.138 \
    critical_path.max_stage_delay_ns 0.48 \
]
cell type report:
cell class                 count  share of cell area [%]
sequential                     4                    34.2
clock buffer                   3                    9.63
timing repair buffer           2                    8.56
multi-input combinational      6                    23.0
tap                           46                    24.6
power breakdown:
| part | switching [mW] | internal (mW) |
|---|---|---|
| registers | 0.00295 | 0.114 |
| clock network | 0.0417 | 0.0893 |
| logic | 0.00462 | 0.00828 |
| total | 0.0493 | 0.211 |
metal layers:
metal	track usage (%)	up-vias	share of wire [%]
met5	0	-	0
met4	0.176	0	0
met3	1.14	0	14
met2	0.883	5	34
met1	1.06	38	51
li1	-	44	-
cells in the final DEF (no fill, tap or decap), drive strengths merged:
| cell | n |
|---|---|
| dfxtp | 4 |
| clkbuf | 3 |
| and2 | 2 |
| ha | 2 |
| clkdlybuf4s50 | 2 |
| o21a | 1 |
| nor2b | 1 |
flip-flops by register name, summed over array words and instances (netlist names):
register,flops
counter,3
CLEAN,1
worst paths after layout:
path / end / depth (start not counted)
min: counter[0] / 1
max reg2reg: counter[2] / 3
min reg2reg: counter[0] / 1
max: CLEAN / 1
metrics by stage:
step / util, % / instances / area, um^2 / power [mW]
2_1_floorplan: - / 10 / 134 / 0.125
3_3_place_gp: 6.19 / 58 / 211 / 0.129
3_5_place_dp: 6.19 / 58 / 211 / 0.132
4_1_cts: 6.85 / 61 / 234 / 0.267
5_1_grt: 6.85 / 61 / 234 / 0.283
6_report: 6.85 / 61 / 234 / 0.261
cells by family (layout without fill, tap and decap cells):
| kind of cell | Yosys count | after routing | synth area share, % |
|---|---|---|---|
| compound gates | 1 | 1 | 5.61 |
| simple gates | 3 | 3 | 15.9 |
| buf+inv | 0 | 5 | 0 |
| fa+ha+maj | 2 | 2 | 18.7 |
| flops | 4 | 4 | 59.8 |
Power and IR drop assume default switching activity.
